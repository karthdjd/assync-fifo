<file path="config.mk">
export PLATFORM = sky130hd
export DESIGN_NAME = generic_fifo_dc
export DESIGN_NICKNAME = generic_fifo_dc
export VERILOG_FILES = /design/flow/design.v
export SDC_FILE = /design/flow/constraint.sdc
export NUM_CORES = 4
export LEC_CHECK = 1
export CORE_UTILIZATION = 40
</file>
<file path="run.sh">
#!/bin/bash
# OpenROAD 26Q1-2900-gdf79404cd8, Yosys 0.63+post, stock flow scripts
make -C /OpenROAD-flow-scripts/flow DESIGN_CONFIG=/design/flow/config.mk WORK_HOME=/design/flow/orfs finish
</file>
<file path="constraint.sdc">
current_design generic_fifo_dc

set clk_period 31.7
set clk_io_pct 0.2

create_clock -name clk0 -period $clk_period [get_ports {rd_clk}]
create_clock -name clk1 -period $clk_period [get_ports {wr_clk}]

set non_clock_inputs [all_inputs -no_clocks]
set_input_delay [expr $clk_period * $clk_io_pct] -clock clk0 $non_clock_inputs
set_output_delay [expr $clk_period * $clk_io_pct] -clock clk0 [all_outputs]
</file>
<file path="design.v">
 `timescale 1ns / 100ps
module generic_fifo_dc(rd_clk, wr_clk, rst, clr, din, we, dout, re,
			full, empty, full_n, empty_n, level );
parameter dw=8;
parameter aw=8;
parameter n=32;
parameter max_size = 1<<aw;
input			rd_clk, wr_clk, rst, clr;
input	[dw-1:0]	din;
input			we;
output	[dw-1:0]	dout;
input			re;
output			full; 
output			empty;
output			full_n;
output			empty_n;
output	[1:0]		level;
reg	[aw:0]		wp;
wire	[aw:0]		wp_pl1;
reg	[aw:0]		rp;
wire	[aw:0]		rp_pl1;
reg	[aw:0]		wp_s, rp_s;
wire	[aw:0]		diff;
reg	[aw:0]		diff_r1, diff_r2;
reg			re_r, we_r;
reg			full, empty, full_n, empty_n;
reg	[1:0]		level;
generic_dpram  #(aw,dw) u0(
	.rclk(		rd_clk		),
	.rrst(		!rst		),
	.rce(		1'b1		),
	.oe(		1'b1		),
	.raddr(		rp[aw-1:0]	),
	.do(		dout		),
	.wclk(		wr_clk		),
	.wrst(		!rst		),
	.wce(		1'b1		),
	.we(		we		),
	.waddr(		wp[aw-1:0]	),
	.di(		din		)
	);
always @(posedge wr_clk )
	if(!rst)	wp <= #1 {aw+1{1'b0}};
	else
	if(clr)		wp <= #1 {aw+1{1'b0}};
	else
	if(we)		wp <= #1 wp_pl1;
assign wp_pl1 = wp + { {aw{1'b0}}, 1'b1};
always @(posedge rd_clk )
	if(!rst)	rp <= #1 {aw+1{1'b0}};
	else
	if(clr)		rp <= #1 {aw+1{1'b0}};
	else
	if(re)		rp <= #1 rp_pl1;
assign rp_pl1 = rp + { {aw{1'b0}}, 1'b1};
always @(posedge rd_clk)	wp_s <= #1 wp;
always @(posedge wr_clk)	rp_s <= #1 rp;
always @(posedge rd_clk)
	empty <= #1 (wp_s == rp) | (re & (wp_s == rp_pl1));
always @(posedge wr_clk)
	full <= #1 ((wp[aw-1:0] == rp_s[aw-1:0]) & (wp[aw] != rp_s[aw])) |
	(we & (wp_pl1[aw-1:0] == rp_s[aw-1:0]) & (wp_pl1[aw] != rp_s[aw]));
assign diff = wp-rp;
always @(posedge rd_clk)
	re_r <= #1 re;
always @(posedge rd_clk)
	diff_r1 <= #1 diff;
always @(posedge rd_clk)
	empty_n <= #1 (diff_r1 < n) | ((diff_r1==n) & (re | re_r));
always @(posedge wr_clk)
	we_r <= #1 we;
always @(posedge wr_clk)
	diff_r2 <= #1 diff;
always @(posedge wr_clk)
	full_n <= #1 (diff_r2 > max_size-n) | ((diff_r2==max_size-n) & (we | we_r));
always @(posedge wr_clk)
	level <= #1 {2{diff[aw]}} | diff[aw-1:aw-2];
// synopsys translate_off
always @(posedge wr_clk)
	if(we & full)
		$display("%m WARNING: Writing while fifo is FULL (%t)",$time);
always @(posedge rd_clk)
	if(re & empty)
		$display("%m WARNING: Reading while fifo is EMPTY (%t)",$time);
// synopsys translate_on
endmodule
//synopsys translate_off
`timescale 1ns / 100ps
//synopsys translate_on
module generic_dpram(
	rclk, rrst, rce, oe, raddr, do,
	wclk, wrst, wce, we, waddr, di
);
	parameter aw = 5;   
	parameter dw = 16;  
	input           rclk;   
	input           rrst;   
	input           rce;    
	input           oe;	    
	input  [aw-1:0] raddr;  
	output [dw-1:0] do;     
	input          wclk;   
	input          wrst;   
	input          wce;    
	input          we;     
	input [aw-1:0] waddr;  
	input [dw-1:0] di;     
	reg	[dw-1:0]	mem [(1<<aw)-1:0];  
	reg	[dw-1:0]	do_reg;             
	assign do = (oe & rce) ? do_reg : {dw{1'bz}};
	always @(posedge rclk)
		if (rce)
          		do_reg <= #1 (we && (waddr==raddr)) ? {dw{1'b x}} : mem[raddr];
	always @(posedge wclk)
		if (wce && we)
			mem[waddr] <= #1 di;
	task print_ram;
	input [aw-1:0] start;
	input [aw-1:0] finish;
	integer rnum;
  	begin
    		for (rnum=start;rnum<=finish;rnum=rnum+1)
      			$display("Addr %h = %h",rnum,mem[rnum]);
  	end
	endtask
endmodule
</file>
==> metrics.cfg <==
[sta]
setup_tns_ns = 0
setup_violations = 0
hold_viol_final = 0
grt_setup_unrepaired = false
worst_pin_slew_ns = 1.05
slew_headroom = 0.298
skew_ns = 0.0517
fin_ws_ns = 22.90
slew_violations = 0

[yosys]
async_flop_share = 0
netlist_area_mm2 = 0.0821
yosysWarnings = 4
yosys-stat-cells = 4002
yosys_register_bits = 2118
edf_count = 2048
ys_types = 76
synth-main-ff-cell = edfxtp_1
ys_seq_frac = 0.766
netlist_instances = 4002
synth_area_per_cell_um2 = 20.5
ys_area_mm2 = 0.0821

[route]
wl_met3_um = 41900
routed-wl-met2_um = 98500
drt-met1-wl_um = 71500
dr.pass1.iters = 6
drtIter0Drc = 2853
routed_wirelength_um = 221000
ant_nets = 0
vias = 40900
highest_layer = met5
routedWlPerCell_um = 31.7
viasPerCell = 5.85
drcViolationCount = 0

[global_route]
grt_pass1_vias = 45860
grt_max_degree = 119
overflow = 0
antenna_found_initial = 3
grt_pass1_wl_um = 321000
grt_use_total = 0.240

[power]
p_int_mw = 4.50
pwr-share-clk = 0.428
powerDensity_mw_per_mm2 = 61.3
ir_drop_mv = 0.0608
leakage_nw = 27.9
switchingPower_mw = 1.15
seq_power_share = 0.544
p_comb_frac = 0.029
sw_frac_of_total = 0.204

[job]
warning_count = 36
maxCapViolCount = 0

[placement]
place_inst = 6607
io_buffers = 26
pre_cts_ws_ns = 22.17
dpl.hpwl_um = 139000
gp_congestion = 1.00

[layout]
area.growth.synth_to_final_pct = 12.4
final_cells = 6995
comb_area_mm2 = 0.0178
largest_reg_flops = 2048
nFillCells = 16553
regMostFlops = u0.mem
drive_gt1_frac = 0.223
regArea_mm2 = 0.0629

[setup_path]
critPathMaxFanout = 17
worstPathArrival_ns = 9.25
crit_path_end_kind = flip-flop
worstSetupPathType = in2reg
start_kind = input pin
cp.required_ns = 32.14

[die]
initial_core_util = 0.404
ios = 28
die_w_um = 455
die_h_um = 455
core_area_mm2 = 0.203
die_area_mm2 = 0.207
row_count = 165

[clocking]
clk_pin_slew_ns = 0.06
cts_hold_buf = 4
ctsResizeCount = 0
cts.sinks = 2118
post_cts.repair.setup_buffers = 0
cts_tree = done

[min_path]
hold_class = reg2reg

[status]
status = completed

==> final cells by class <==
| class | instances | area share |
|---|---|---|
| multi-input combinational | 1631 | 0.193 |
| timing repair buffer | 173 | 0.0160 |
| antenna | 4 | 0.000109 |
| clock inverter | 129 | 0.0133 |
| sequential | 2118 | 0.682 |
| tap | 2672 | 0.0362 |
| clock buffer | 251 | 0.0591 |
| inverter | 17 | 0.000719 |
==> synthesized netlist by cell type, types with 9 or more instances <==
| library cell | count | area, um^2 |
|---|---|---|
| a211o_1 | 12 | 105 |
| mux4_2 | 461 | 10400 |
| nand2_1 | 124 | 465 |
| nor2_1 | 332 | 1250 |
| mux2_2 | 32 | 360 |
| a22oi_1 | 63 | 473 |
| buf_2 | 68 | 340 |
| o211ai_1 | 25 | 188 |
| buf_6 | 32 | 360 |
| inv_1 | 14 | 52.6 |
| buf_4 | 43 | 323 |
| o2111ai_1 | 9 | 78.8 |
| a221oi_1 | 25 | 219 |
| a21oi_1 | 40 | 200 |
| xor2_1 | 18 | 158 |
| nor2b_1 | 10 | 62.6 |
| ha_1 | 13 | 163 |
| xnor2_1 | 31 | 272 |
| nor4_1 | 10 | 62.6 |
| o22ai_1 | 63 | 394 |
| dfxtp_1 | 70 | 1400 |
| o21ai_0 | 26 | 130 |
| edfxtp_1 | 2048 | 61500 |
| nor3_1 | 15 | 75.1 |
| mux2i_1 | 117 | 1170 |
| clkbuf_1 | 84 | 315 |
| a22o_1 | 19 | 166 |
| o221ai_1 | 11 | 96.3 |
| a31oi_1 | 24 | 150 |
| nand3_1 | 35 | 175 |
| a211oi_1 | 17 | 128 |
==> power groups by stage <==
stage         Clock (mW)  Combinational (mW)  Sequential [mW]
finish              2.42               0.162             3.08
global route        2.57               0.174             3.07
CTS                 2.46               0.165             3.08
==> path summary, 6_finish.rpt <==
check	from	to	slack, ns	cells past startpoint
worst max register to register	rp[1]$_SDFFE_PP0P_	u0.do_reg[4]$_DFF_P_	26.35	10
worst min-delay path	rp[7]$_SDFFE_PP0P_	rp_s[7]$_DFF_P_	0.07	0
max in group clk0	full$_DFF_P_	full	23.74	1
worst min register to register	rp[7]$_SDFFE_PP0P_	rp_s[7]$_DFF_P_	0.07	0
min in group clk0	diff_r1[6]$_DFF_P_	empty_n$_DFF_P_	0.40	1
worst max-delay path	we	u0.mem[65][3]$_DFFE_PP_	22.90	6
==> stage by stage <==
step	power [mW]	utilization	hold WS (ns)	instance area [um^2]
after CTS	5.70	0.454	0.00465	92200
final	5.66	0.455	0.0672	92200
after global placement	3.30	0.421	0.377	85500
after detailed placement	3.30	0.421	0.393	85500
after floorplan	3.21	-	0.326	82100
after global routing	5.82	0.454	0.0687	92200
==> placed cells by master, fill, tap and decap left out, types with 9 or more instances in the layout <==
cell type	instances
mux2i_1	117
xnor2_1	31
o221ai_1	11
clkinv_1	48
nor2_1	331
inv_1	14
a22oi_1	63
o21ai_0	26
a22o_1	19
dfxtp_1	65
clkinvlp_4	10
a221oi_1	25
a21oi_1	40
o22ai_1	63
mux2_2	32
bufinv_16	19
nand3_1	35
clkinv_2	40
o2111ai_1	9
a31oi_1	24
nor3_1	15
clkdlybuf4s50_1	18
ha_1	13
edfxtp_1	2048
mux4_2	461
buf_4	138
xor2_1	18
a211oi_1	17
nor4_1	10
o211ai_1	25
clkbuf_1	37
clkbuf_16	210
nand2_1	124
a211o_1	12
==> worst max-delay path, stage by stage <==
cell and delay (ns):
clkdlybuf4s50_1 0.47, buf_4 0.27, and2_1 0.42, nand2_1 0.65
buf_4 0.50, nor2_1 0.58
==> kinds of logic (layout without fill, tap and decap cells) <==
| kind of cell | count (synthesis) | count (layout) | synth area share |
|---|---|---|---|
| compound gates | 384 | 384 | 0.0337 |
| xor+xnor | 49 | 49 | 0.00523 |
| fa+ha+maj | 14 | 14 | 0.00223 |
| buf+inv | 253 | 570 | 0.0176 |
| flops | 2118 | 2118 | 0.766 |
| mux | 610 | 610 | 0.145 |
| other cells | 0 | 4 | 0 |
| simple gates | 574 | 574 | 0.0297 |
==> metal layers <==
layer | global-route usage | vias up
met5 | 0.0161 | -
met4 | 0.0730 | 22
met3 | 0.204 | 442
met2 | 0.329 | 3084
met1 | 0.288 | 20448
li1 | - | 16904
No activity file was given, so power comes from the tool's default toggle rates.
